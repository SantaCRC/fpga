--- flow/config.mk ---
export PLATFORM = sky130hd
export DESIGN_NAME = top
export DESIGN_NICKNAME = top
export VERILOG_FILES = /design/flow/design.v
export SDC_FILE = /design/flow/constraint.sdc
export NUM_CORES = 4
export LEC_CHECK = 1
export CORE_UTILIZATION = 30
--- flow/constraint.sdc ---
current_design top

set clk_period 4.9
set clk_io_pct 0.2

create_clock -name clk0 -period $clk_period [get_ports {clk}]

set non_clock_inputs [all_inputs -no_clocks]
set_input_delay [expr $clk_period * $clk_io_pct] -clock clk0 $non_clock_inputs
set_output_delay [expr $clk_period * $clk_io_pct] -clock clk0 [all_outputs]
--- flow/design.v ---
`default_nettype none
module top
#(
    parameter DELAY_FRAMES = 234  
)
(
    input  clk,
    input  uart_rx,
    output uart_tx,
    output reg [5:0] led,
    input btn1
);
localparam HALF_DELAY_WAIT = (DELAY_FRAMES / 2);
reg [3:0] rxState = 0;
reg [12:0] rxCounter = 0;
reg [7:0] dataIn = 0;
reg [2:0] rxBitNumber = 0;
reg byteReady = 0;
localparam RX_STATE_IDLE = 0;
localparam RX_STATE_START_BIT = 1;
localparam RX_STATE_READ_WAIT = 2;
localparam RX_STATE_READ = 3;
localparam RX_STATE_STOP_BIT = 5;
always @(posedge clk) begin
    case (rxState)
        RX_STATE_IDLE: begin
            if (uart_rx == 0) begin
                rxState <= RX_STATE_START_BIT;
                rxCounter <= 1;
                rxBitNumber <= 0;
                byteReady <= 0;
            end
        end 
        RX_STATE_START_BIT: begin
            if (rxCounter == HALF_DELAY_WAIT) begin
                rxState <= RX_STATE_READ_WAIT;
                rxCounter <= 1;
            end else 
                rxCounter <= rxCounter + 1;
        end
        RX_STATE_READ_WAIT: begin
            rxCounter <= rxCounter + 1;
            if ((rxCounter + 1) == DELAY_FRAMES) begin
                rxState <= RX_STATE_READ;
            end
        end
        RX_STATE_READ: begin
            rxCounter <= 1;
            dataIn <= {uart_rx, dataIn[7:1]};
            rxBitNumber <= rxBitNumber + 1;
            if (rxBitNumber == 3'b111)
                rxState <= RX_STATE_STOP_BIT;
            else
                rxState <= RX_STATE_READ_WAIT;
        end
        RX_STATE_STOP_BIT: begin
            rxCounter <= rxCounter + 1;
            if ((rxCounter + 1) == DELAY_FRAMES) begin
                rxState <= RX_STATE_IDLE;
                rxCounter <= 0;
                byteReady <= 1;
            end
        end
    endcase
end
always @(posedge clk) begin
    if (byteReady) begin
        led <= ~dataIn[5:0];
    end
end
reg [3:0] txState = 0;
reg [24:0] txCounter = 0;
reg [7:0] dataOut = 0;
reg txPinRegister = 1;
reg [2:0] txBitNumber = 0;
reg [3:0] txByteCounter = 0;
assign uart_tx = txPinRegister;
localparam MEMORY_LENGTH = 12;
reg [7:0] testMemory [MEMORY_LENGTH-1:0];
initial begin
    testMemory[0] = "F";
    testMemory[1] = "a";
    testMemory[2] = "b";
    testMemory[3] = "i";
    testMemory[4] = "a";
    testMemory[5] = "n";
    testMemory[6] = "a";
    testMemory[7] = "l";
    testMemory[8] = "v";
    testMemory[9] = "a";
    testMemory[10] = "r";
    testMemory[11] = "e";
    testMemory[12] = "z";
    testMemory[13] = ".";
    testMemory[14] = "d";
    testMemory[15] = "e";
    testMemory[16] = "v";
end
localparam TX_STATE_IDLE = 0;
localparam TX_STATE_START_BIT = 1;
localparam TX_STATE_WRITE = 2;
localparam TX_STATE_STOP_BIT = 3;
localparam TX_STATE_DEBOUNCE = 4;
always @(posedge clk) begin
    case (txState)
        TX_STATE_IDLE: begin
            if (btn1 == 0) begin
                txState <= TX_STATE_START_BIT;
                txCounter <= 0;
                txByteCounter <= 0;
            end
            else begin
                txPinRegister <= 1;
            end
        end 
        TX_STATE_START_BIT: begin
            txPinRegister <= 0;
            if ((txCounter + 1) == DELAY_FRAMES) begin
                txState <= TX_STATE_WRITE;
                dataOut <= testMemory[txByteCounter];
                txBitNumber <= 0;
                txCounter <= 0;
            end else 
                txCounter <= txCounter + 1;
        end
        TX_STATE_WRITE: begin
            txPinRegister <= dataOut[txBitNumber];
            if ((txCounter + 1) == DELAY_FRAMES) begin
                if (txBitNumber == 3'b111) begin
                    txState <= TX_STATE_STOP_BIT;
                end else begin
                    txState <= TX_STATE_WRITE;
                    txBitNumber <= txBitNumber + 1;
                end
                txCounter <= 0;
            end else 
                txCounter <= txCounter + 1;
        end
        TX_STATE_STOP_BIT: begin
            txPinRegister <= 1;
            if ((txCounter + 1) == DELAY_FRAMES) begin
                if (txByteCounter == MEMORY_LENGTH - 1) begin
                    txState <= TX_STATE_DEBOUNCE;
                end else begin
                    txByteCounter <= txByteCounter + 1;
                    txState <= TX_STATE_START_BIT;
                end
                txCounter <= 0;
            end else 
                txCounter <= txCounter + 1;
        end
        TX_STATE_DEBOUNCE: begin
            if (txCounter == 23'b111111111111111111) begin
                if (btn1 == 1) 
                    txState <= TX_STATE_IDLE;
            end else
                txCounter <= txCounter + 1;
        end
    endcase      
end
endmodule
--- flow/run.sh ---
#!/bin/bash
# OpenROAD 26Q1-2900-gdf79404cd8, Yosys 0.63+post, stock flow scripts
make -C /OpenROAD-flow-scripts/flow DESIGN_CONFIG=/design/flow/config.mk WORK_HOME=/design/flow/orfs finish
==> flow_metrics.rpt <==
==== FLOW RESULTS ====
----------------------------------------------------
[Floorplanning]
  Die extent in y ........................ 125 um
  Number of core rows ........................ 44
  Core region area ........................ 14,600 sq um
  X dimension of the die ........................ 125 um
  Num ports ........................ 10
  Starting density of the core ........................ 0.309
  Die ar. ........................ 15,500 sq um

[Timing]
  Final min period ........................ 3390 ps
  Measured slew at the worst slew-check pin ........................ 774 ps
  Pins Over Slew Limit ........................ 0
  Setup Viol. Count Final ........................ 0
  TNS Setup ........................ 0 ps
  Clock Skew ........................ 5.88 ps
  Final Hold Violating Endpoints ........................ 0
  Normalized max-slew margin ........................ 0.480
  Final worst-path cycle share ........................ 0.692
  Unrepaired setup endpoints after global routing ........................ false
  Maximum frequency from static timing analysis ........................ 295 MHz

[Clock tree]
  Post-CTS Setup Bufs ........................ 0
  Post-CTS clock slew at the launch and capture registers of the worst setup and hold paths ........................ 60 ps
  PostCTS Resize Cnt ........................ 0
  Clock root cell ........................ sky130_fd_sc_hd__clkbuf_16
  Clock latency on the worst-skew pair ........................ 330 ps
  CTS hold repair buffers ........................ 0
  Number of clock sinks seen by CTS ........................ 76
  Maximum number of buffers from clock root to sink ........................ 2
  H-tree lvl count ........................ 3
  CTS tree ........................ done
  Total clock buffers created by CTS ........................ 9

[Status]
  Outcome ........................ complete, no violations

[Setup path]
  Slowest cell delay on critical path ........................ 660 ps
  Peak fanout along the critical path ........................ 11
  Worst-case reg-to-reg path depth ........................ 7
  Worst path cell trace ........................ nand4_2, nor4_1, mux2i_1, nand2b_1, nor4b_2, nand2_1, nor3_1
  Arrival @ worst endpoint ........................ 3350 ps
  WP data required ........................ 4860 ps
  CP delay by family, top ........................ simple AND/OR/NAND/NOR gates
  Count of buffering cells on the critical path with inverters included ........................ 0
  Crit Path Class ........................ reg -> reg
  Critical path capture point type ........................ flop
  Reg2Reg Setup Slack ........................ 1510 ps
  Count of cell instances traversed by the critical path ........................ 7
  CP Launch Type ........................ flop
  Slowest cell on the critical path ........................ sky130_fd_sc_hd__nor3_1

[Route]
  Average wire per cell in the routed design ........................ 12.3 um
  ANT cells ........................ 0
  Number of vias after detailed routing ........................ 3,022
  Post-Route WL ........................ 7530 um
  Average vias per placed instance ........................ 4.95
  Starting DRC count in detailed routing ........................ 169
  Number of DRC violations after detailed routing ........................ 0
  Remaining antenna violation count ........................ 0
  Detailed-router iteration count before antenna repair ........................ 4

[Final layout]
  Area occupied by multi-input gates ........................ 2070 sq um
  Non-filler cells, final ........................ 611
  Design area ........................ 5100 sq um
  Filler Cells Inserted ........................ 1,396
  Sequential cell area ........................ 2280 sq um
  Share of layout cells above drive strength 1 ........................ 0.0960
  Signed area change from the synthesized netlist to the final layout ........................ 13.3%

[Yosys]
  Synth unique cells ........................ 58
  Synthesized instance count ........................ 420
  Synthesized chip area reported by yosys ........................ 4500 sq um
  Sequential fraction of the synthesis area ........................ 0.507
  Synth async-reset ratio ........................ 0
  Count of yosys warnings during synthesis ........................ 1
  Netlist Area Pre-Place ........................ 4500 sq um
  #FFs+latches synth ........................ 76
  Mean Syn Cell Area ........................ 10.7 sq um
  Number of enable-type register cells in the synthesized netlist ........................ 76
  Number of standard cells reported by yosys ........................ 420
  Cell area leaders ........................ sky130_fd_sc_hd__edfxtp_1 (51%), sky130_fd_sc_hd__xnor2_1 (5.1%), sky130_fd_sc_hd__nor2_1 (4.5%)
  Biggest area consumer among synthesized cells ........................ sky130_fd_sc_hd__edfxtp_1
  Share of Yosys cell area claimed by the top area cell type ........................ 0.507
  Primary FF master, synth ........................ sky130_fd_sc_hd__edfxtp_1

[Power]
  Worst vdd ir ........................ 0.000332 V
  Total leakage power ........................ 0.00175 uW
  Total power per unit cell area ........................ 417 nW/um^2

[GRT]
  Antenna violations before repair ........................ 0
  First-pass GRT wire length ........................ 13,400 um
  Number of global-route vias before repair ........................ 2,845
  GRT Total Usage ........................ 0.106
  Pin count of the biggest net entering global routing ........................ 23
  Global route total overflow ........................ 0

[Job]
  Tally of max-capacitance violations ........................ 0
  Stage-log warning count ........................ 29

[Place]
  Number of cells in the design after placement ........................ 595
  Detailed placer's ending HPWL ........................ 5310 um
  Placed Instance Area ........................ 4750 sq um
  Placer's final routability congestion estimate ........................ 0.920
  Count of buffers inserted at the top-level ports ........................ 9

[Min path]
  Number of instances on the worst hold path ........................ 0
  Type of the worst min-delay path ........................ reg -> reg

----------------------------------------------------
## cell usage after synthesis, types with 8 or more instances
| cell type | count |
|---|---|
| sky130_fd_sc_hd__edfxtp_1 | 76 |
| sky130_fd_sc_hd__nor2_1 | 54 |
| sky130_fd_sc_hd__xnor2_1 | 26 |
| sky130_fd_sc_hd__nand2_1 | 25 |
| sky130_fd_sc_hd__nand3_1 | 20 |
| sky130_fd_sc_hd__a21oi_1 | 17 |
| sky130_fd_sc_hd__inv_1 | 16 |
| sky130_fd_sc_hd__clkbuf_1 | 15 |
| sky130_fd_sc_hd__nor3_1 | 14 |
| sky130_fd_sc_hd__xor2_1 | 14 |
| sky130_fd_sc_hd__ha_1 | 11 |
| sky130_fd_sc_hd__nand4_1 | 10 |
| sky130_fd_sc_hd__and3_1 | 9 |
| sky130_fd_sc_hd__o21ai_0 | 9 |
| sky130_fd_sc_hd__a31oi_1 | 8 |
## where the power goes
group	switching, uW	internal (uW)	total (uW)
Sequential	130	884	1010
Clock	257	501	757
Combinational	199	155	354
Total	585	1540	2120
## flip-flops by register name (all words and copies together) (netlist names), 4 cells and up
register       flops
txCounter         25
dataIn             8
rxCounter         13
txByteCounter      4
dataOut            6
led                6
## cell type report
cell class                      count  share of cell area
Clock buffer                        9              0.0442
Clock inverter                      7              0.0238
Inverter                           16              0.0118
Multi-Input combinational cell    307               0.406
Sequential cell                    76               0.447
Tap cell                          184              0.0451
Timing Repair Buffer               12              0.0221
## final timing paths
kind | endpoint | startpoint
setup / recovery | dataOut[0]$_DFFE_PP_ | txCounter[2]$_DFFE_PP_
hold / removal | dataIn[6]$_DFFE_PP_ | dataIn[7]$_DFFE_PP_
setup reg to reg | dataOut[0]$_DFFE_PP_ | txCounter[2]$_DFFE_PP_
hold reg to reg | dataIn[6]$_DFFE_PP_ | dataIn[7]$_DFFE_PP_
## placed cells by master, fill, tap and decap left out, types with 10 or more instances in the layout
cell type	n
sky130_fd_sc_hd__edfxtp_1	76
sky130_fd_sc_hd__nor2_1	54
sky130_fd_sc_hd__xnor2_1	26
sky130_fd_sc_hd__nand2_1	25
sky130_fd_sc_hd__nand3_1	20
sky130_fd_sc_hd__inv_1	16
sky130_fd_sc_hd__a21oi_1	16
sky130_fd_sc_hd__nor3_1	14
sky130_fd_sc_hd__xor2_1	14
sky130_fd_sc_hd__ha_1	11
sky130_fd_sc_hd__nand4_1	10
## per-layer routing
layer | global-route usage | routed length [um] | vias up | share of wire
met5 | 0 | 0 | - | 0
met4 | 0.0106 | 71 | 0 | 0.0094
met3 | 0.0263 | 255 | 7 | 0.034
met2 | 0.162 | 3430 | 37 | 0.46
met1 | 0.165 | 3770 | 1429 | 0.50
li1 | - | - | 1549 | -
## logic make-up (layout without fill, tap and decap cells)
family                   after synthesis  count (layout)  share of synthesized area
AND/OR/NAND/NOR                      195             195                      0.252
flip-flops                            76              76                      0.507
AND-OR/OR-AND                         51              51                     0.0739
XOR/XNOR                              40              40                     0.0778
buffers and inverters                 37              44                     0.0345
adder cells (fa/ha/maj)               11              11                     0.0306
multiplexers                           9               9                     0.0231
other                                  1               1                   0.000833
## per-stage QoR
stage,hold WS (ps),utilization,setup WS (ps),total power (uW)
6_report,418,0.350,1510,2120
5_1_grt,425,0.350,1230,2260
4_1_cts,419,0.350,1480,2150
3_5_place_dp,405,0.326,1490,1380
3_3_place_gp,403,0.326,1600,1370
2_1_floorplan,400,-,1850,1270
Power is estimated from default activity; no workload was simulated.
